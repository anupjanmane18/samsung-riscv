==> flow/design.v <==
module iiitb_rv32i(clk,RN,NPC,WB_OUT);
input clk;
input RN;
integer k;
wire  EX_MEM_COND ;
reg 
BR_EN;
reg[31:0] 
IF_ID_IR,
IF_ID_NPC;                                
reg[31:0] 
ID_EX_A,
ID_EX_B,
ID_EX_RD,
ID_EX_IMMEDIATE,
ID_EX_IR,ID_EX_NPC;      
reg[31:0] 
EX_MEM_ALUOUT,
EX_MEM_B,EX_MEM_IR;                        
parameter 
ADD=3'd0,
SUB=3'd1,
AND=3'd2,
OR=3'd3,
XOR=3'd4,
SLT=3'd5,
ADDI=3'd0,
SUBI=3'd1,
ANDI=3'd2,
ORI=3'd3,
XORI=3'd4,
LW=3'd0,
SW=3'd1,
BEQ=3'd0,
BNE=3'd1,
SLL=3'd0,
SRL=3'd1;
parameter 
AR_TYPE=7'd0,
M_TYPE=7'd1,
BR_TYPE=7'd2,
SH_TYPE=7'd3;
reg[31:0] 
MEM_WB_IR,
MEM_WB_ALUOUT,
MEM_WB_LDM;                      
output reg [31:0]WB_OUT,NPC;
reg [31:0]REG[0:31];                                               
reg [31:0]MEM[0:31];                                             
reg [31:0]DM[0:31];   
always @(posedge clk or posedge RN) begin
    if(RN) begin
    NPC<= 32'd0;
    BR_EN<= 1'd0; 
    REG[0] <= 32'h00000000;
    REG[1] <= 32'd1;
    REG[2] <= 32'd2;
    REG[3] <= 32'd3;
    REG[4] <= 32'd4;
    REG[5] <= 32'd5;
    REG[6] <= 32'd6;
    end
    else begin
    NPC <= BR_EN ? EX_MEM_ALUOUT : NPC +32'd1;
    BR_EN <= 1'd0;
    IF_ID_IR <=MEM[NPC];
    IF_ID_NPC <=NPC+32'd1;
    end
end
always @(posedge RN) begin
MEM[0] <= 32'h02208300;          
MEM[1] <= 32'h02209380;          
MEM[2] <= 32'h0230a400;          
MEM[3] <= 32'h02513480;          
MEM[4] <= 32'h0240c500;          
MEM[5] <= 32'h02415580;          
MEM[6] <= 32'h00520600;          
MEM[7] <= 32'h00209181;          
MEM[8] <= 32'h00208681;          
MEM[9] <= 32'h00f00002;          
MEM[25] <= 32'h00210700;          
end
always @(posedge clk) begin
ID_EX_A <= REG[IF_ID_IR[19:15]];
ID_EX_B <= REG[IF_ID_IR[24:20]];
ID_EX_RD <= REG[IF_ID_IR[11:7]];
ID_EX_IR <= IF_ID_IR;
ID_EX_IMMEDIATE <= {{20{IF_ID_IR[31]}},IF_ID_IR[31:20]};
ID_EX_NPC<=IF_ID_NPC;
end
always@(posedge clk) begin
EX_MEM_IR <=  ID_EX_IR;
case(ID_EX_IR[6:0])
AR_TYPE:begin
    if(ID_EX_IR[31:25]== 7'd1)begin
    case(ID_EX_IR[14:12])
    ADD:EX_MEM_ALUOUT <= ID_EX_A + ID_EX_B;
    SUB:EX_MEM_ALUOUT <= ID_EX_A - ID_EX_B;
    AND:EX_MEM_ALUOUT <= ID_EX_A & ID_EX_B;
    OR :EX_MEM_ALUOUT <= ID_EX_A | ID_EX_B;
    XOR:EX_MEM_ALUOUT <= ID_EX_A ^ ID_EX_B;
    SLT:EX_MEM_ALUOUT <= (ID_EX_A < ID_EX_B) ? 32'd1 : 32'd0;
    endcase
    end
    else begin
        case(ID_EX_IR[14:12])
        ADDI:EX_MEM_ALUOUT <= ID_EX_A + ID_EX_IMMEDIATE;
        SUBI:EX_MEM_ALUOUT <= ID_EX_A - ID_EX_IMMEDIATE;
        ANDI:EX_MEM_ALUOUT <= ID_EX_A & ID_EX_B;
        ORI:EX_MEM_ALUOUT  <= ID_EX_A | ID_EX_B;
        XORI:EX_MEM_ALUOUT <= ID_EX_A ^ ID_EX_B;
        endcase
    end
end
M_TYPE:begin
    case(ID_EX_IR[14:12])
    LW  :EX_MEM_ALUOUT <= ID_EX_A + ID_EX_IMMEDIATE;
    SW  :EX_MEM_ALUOUT <= ID_EX_IR[24:20] + ID_EX_IR[19:15];
    endcase
end
BR_TYPE:begin
    case(ID_EX_IR[14:12])
    BEQ:begin 
    EX_MEM_ALUOUT <= ID_EX_NPC+ID_EX_IMMEDIATE;
    BR_EN <= 1'd1 ? (ID_EX_IR[19:15] == ID_EX_IR[11:7]) : 1'd0;
end
BNE:begin 
    EX_MEM_ALUOUT <= ID_EX_NPC+ID_EX_IMMEDIATE;
    BR_EN <= (ID_EX_IR[19:15] != ID_EX_IR[11:7]) ? 1'd1 : 1'd0;
end
endcase
end
SH_TYPE:begin
case(ID_EX_IR[14:12])
SLL:EX_MEM_ALUOUT <= ID_EX_A << ID_EX_B;
SRL:EX_MEM_ALUOUT <= ID_EX_A >> ID_EX_B;
endcase
end
endcase
end
always@(posedge clk) begin
MEM_WB_IR <= EX_MEM_IR;
case(EX_MEM_IR[6:0])
AR_TYPE:MEM_WB_ALUOUT <=  EX_MEM_ALUOUT;
SH_TYPE:MEM_WB_ALUOUT <=  EX_MEM_ALUOUT;
M_TYPE:begin
case(EX_MEM_IR[14:12])
LW:MEM_WB_LDM <= DM[EX_MEM_ALUOUT];
SW:DM[EX_MEM_ALUOUT]<=REG[EX_MEM_IR[11:7]];
endcase
end
endcase
end
always@(posedge clk) begin
case(MEM_WB_IR[6:0])
AR_TYPE:begin 
WB_OUT<=MEM_WB_ALUOUT;
REG[MEM_WB_IR[11:7]]<=MEM_WB_ALUOUT;
end
SH_TYPE:begin
WB_OUT<=MEM_WB_ALUOUT;
REG[MEM_WB_IR[11:7]]<=MEM_WB_ALUOUT;
end
M_TYPE:begin
case(MEM_WB_IR[14:12])
LW:begin
WB_OUT<=MEM_WB_LDM;
REG[MEM_WB_IR[11:7]]<=MEM_WB_LDM;
end
endcase
end
endcase
end
endmodule
==> flow/run.sh <==
#!/bin/bash
# OpenROAD 26Q1-2900-gdf79404cd8, Yosys 0.63+post, stock flow scripts
make -C /OpenROAD-flow-scripts/flow DESIGN_CONFIG=/design/flow/config.mk WORK_HOME=/design/flow/orfs finish
==> flow/config.mk <==
export PLATFORM = sky130hd
export DESIGN_NAME = iiitb_rv32i
export DESIGN_NICKNAME = iiitb_rv32i
export VERILOG_FILES = /design/flow/design.v
export SDC_FILE = /design/flow/constraint.sdc
export NUM_CORES = 4
export LEC_CHECK = 1
export CORE_UTILIZATION = 30
==> flow/constraint.sdc <==
current_design iiitb_rv32i

set clk_period 25.4
set clk_io_pct 0.2

create_clock -name clk0 -period $clk_period [get_ports {RN}]
create_clock -name clk1 -period $clk_period [get_ports {clk}]

set non_clock_inputs [all_inputs -no_clocks]
set_input_delay [expr $clk_period * $clk_io_pct] -clock clk0 $non_clock_inputs
set_output_delay [expr $clk_period * $clk_io_pct] -clock clk0 [all_outputs]
==> ci_impl_report.md <==
### Yosys + OpenROAD results

| Metric | Value |
|---|---|
| Status | finished, violations left |
| Failing checks | hold timing |
| Placed cell area | 78,400 sq um |
| TritonCTS clock tree | done |
| Num rows | ~180 |
| P&R area growth vs syn | 15.7% |
| Unrepaired setup endpoints after global routing | no |
| Placer congestion estimate | 1.01 |
| Area share, top type | between 60% and 70% |
| Main flop type | edfxtp_1 |
| Place WS | 10.67 ns |
| Worst Setup Path Type | clk -> reg |
| YS chip area | around 73,000 sq um |
| Grt ovf | 0 |
| Met1 usage | roughly a quarter |
| Post-CTS Setup Repair Bufs | 0 |
| Worst Path Arrival | between 10 and 15 ns |
| IO Count | 66 |
| Power Density | ~67 nW/um^2 |
| Most repeated library cell on the critical path | clkbuf_16 |
| Count leader, synth | edfxtp_1 |
| Die height | a little under 500 um |
| Initial DRC count | 4,308 |
| Clock group share of total power | 48.1% |
| Pleak | 29.5 nW |
| Leading area contributor after synthesis | edfxtp_1 |
| Hold_buf cts | 0 |
| CTS resizes | 0 |
| Avg Inst Size Synth | about 15 sq um |
| Cell count after synthesis | 4,855 |
| Initial Util | 30.1% |
| Filler cell count | 22,800 |
| Distinct lib cells | 105 |
| Largest net degree at the start of global routing | 92 |
| IO Port Bufs | 64 |
| Switching power total | 1.17 mW |
| Horizontal die dimension | 496 um |
| Synth Seq Share | 65.6% |
| Drt first pass iters | 10 |
| Vias in the first global route | 49,600 |
| Critical-path cell list | clkbuf_16 -> clkbuf_16 -> inv_1 |
| Post-DP HPWL | 148 mm |
| Die Area | 246,000 sq um |
| Tool warnings | 179 |
| Hold crit path type | clk -> reg |
| Post-synth regs | 1,650 |
| TNS Setup | 0 ns |
| First-pass GRT wire length | about 350 mm |
| Seq pwr share | 51.9% |
| Rel. slew slack | 28.9% |
| Post-synth EDFFs | 1,488 |
| Core area | 243,000 sq um |
| Yosys warns | 1,125 |
| Required time of the critical path | 25.92 ns |
| Placed cell count | 7,977 |
| Antenna violations before repair | 7 |
| DRC | 0 |
| Share of cells above drive strength 1 | 17.9% |
| Worst stage delay on the critical path | 0.17 ns |
| Met3 usage | 15.4% |
| Pint | 4.48 mW |
| WL per Instance | about 29 um |
| Clock skew | 0.0487 ns |
| Worst setup SP type | clock port |
| # Cells Yosys | 4,855 |
| Final wirelength | roughly 240 mm |
| Slew Viols, Final | 0 |
| Synth top cells by count | edfxtp_1 (1,488), nor2_1 (292), mux4_2 (288) |
| Vias per cell | 5.64 |
| Combinational share of power | 0% |
| Slew of the pin with the lowest slew margin | 1.05 ns |
| M2 GR Usage | 30.1% |
| Maximum fanout along the worst path | 13 |
| Power, Total | 5.65 mW |
| Top cells, area | edfxtp_1 (61%), mux4_2 (8.9%), dfxtp_1 (3.6%), a22oi_1 (2.2%), ha_1 (2.0%) |
| Final worst slack | 12.81 ns |
| Final core utilization | 34.9% |
| Busiest layer in global routing | met2 |
| Final setup fails | 0 |
| Max-cap violation count | 0 |
| Total Routing Usage GR | between 20% and 30% |
| Switching part of the total | between 20 and 25% |
| Non-filler instance count after layout | 8,394 |
| VDD IR-drop max | 0.0603 mV |
| CP max-delay cell | clkbuf_16 |
| Synth Cell Area | 73,300 sq um |
| Element type at the critical path end | register |
| Reg clk slew, reported paths | 0.06 ns |
| Ys async rst share | under 10% |
| Final instance area | 84,700 sq um |
| Via count | 47,400 |
| Hold Fails Final Rpt | 48 |
| Hold slack | -0.269 ns |
| Post-route antenna net violation count | 0 |
## layer usage
metal / part of all wire (%) / routed length [um] / vias up
met5: 0.19 / 467 / -
met4: 3.8 / 9120 / 20
met3: 17 / 41100 / 527
met2: 45 / 109000 / 3432
met1: 34 / 83400 / 23400
li1: - / - / 20000
## cell type report
| class | instances | area, sq um | area share, % |
|---|---|---|---|
| diodes | 2 | 5.00 | 0.00591 |
| clock buffers | 225 | 4830 | 5.70 |
| clock inverters | 191 | 1510 | 1.78 |
| inverters | 133 | 499 | 0.589 |
| multi-input cells | 2731 | 23700 | 27.9 |
| flip-flops and latches | 1650 | 48100 | 56.8 |
| well taps | 3202 | 4010 | 4.73 |
| repair buffers | 260 | 2140 | 2.52 |
## worst max-delay path: cells and delay by family
family / cells / cell delay, ns
buffers and inverters: 3 / 0.39
## cell usage in the layout (no fill, tap or decap), types with 118 or more instances in the layout
master and n:
edfxtp_1 1488, mux4_2 288, nor2_1 241, a22oi_1 218, inv_1 210, buf_4 194
a21oi_1 192, clkbuf_16 185, nand2_1 179, nand3_1 137, dfxtp_1 125, o21ai_0 122
ha_1 118
## logic make-up (layout without fill, tap and decap cells)
group	after synthesis	in the layout	share of synthesized area [%]
other	0	2	0
AND-OR/OR-AND	1098	1098	11.0
flip-flops	1650	1650	65.6
multiplexers	405	405	10.5
XOR/XNOR	112	112	1.34
buffers and inverters	474	809	2.67
adder cells (fa/ha/maj)	126	126	2.21
AND/OR/NAND/NOR	990	990	6.64
## flip-flops by register name, summed over array words and instances (netlist names), 16 cells and up
| register | count |
|---|---|
| REG | 288 |
| IF_ID_IR | 16 |
| DM | 1024 |
| ID_EX_NPC | 32 |
| IF_ID_NPC | 32 |
| EX_MEM_ALUOUT | 32 |
| ID_EX_B | 32 |
| NPC | 32 |
| WB_OUT | 32 |
| MEM_WB_ALUOUT | 32 |
| ID_EX_A | 32 |
| MEM_WB_LDM | 32 |
## power groups by stage
| stage | Combinational [mW] | Sequential (mW) | Clock (mW) |
|---|---|---|---|
| 6_report | 0.00000733 | 2.93 | 2.72 |
| 4_1_cts | 0.00000733 | 2.93 | 2.78 |
| 5_1_grt | 0.00000733 | 2.93 | 2.90 |
## path summary, 6_finish.rpt
check                                     from                           to  slack, ns  cells past startpoint
setup / recovery                            RN       IF_ID_IR[20]$_DFFE_PN_      12.81                      3
hold / removal                              RN       IF_ID_NPC[5]$_DFFE_PN_      -0.27                      3
setup reg to reg            ID_EX_B[1]$_DFF_P_  EX_MEM_ALUOUT[27]$_DFFE_PP_      20.61                     12
hold reg to reg            ID_EX_IR[9]$_DFF_P_         EX_MEM_IR[9]$_DFF_P_       0.33                      0
max in group asynchronous                   RN            NPC[30]$_DFF_PP0_      13.33                      3
max in group clk0             NPC[2]$_DFF_PP0_                       NPC[2]      18.14                      1
min in group clk0          WB_OUT[5]$_DFFE_PP_                    WB_OUT[5]       6.63                      1
min in group asynchronous                   RN             NPC[2]$_DFF_PP0_      11.96                      3
Power and IR drop assume default switching activity.
